--- flow/config.mk ---
export PLATFORM = sky130hd
export DESIGN_NAME = wb
export DESIGN_NICKNAME = wb
export VERILOG_FILES = /design/flow/design.v
export SDC_FILE = /design/flow/constraint.sdc
export NUM_CORES = 4
export LEC_CHECK = 1
export CORE_UTILIZATION = 40
--- flow/constraint.sdc ---
current_design wb

set clk_period 101.4
set clk_io_pct 0.2

create_clock -name clk0 -period $clk_period [get_ports {clk}]

set non_clock_inputs [all_inputs -no_clocks]
set_input_delay [expr $clk_period * $clk_io_pct] -clock clk0 $non_clock_inputs
set_output_delay [expr $clk_period * $clk_io_pct] -clock clk0 [all_outputs]
--- flow/design.v ---
`timescale 1ns / 10ps
module wb(
    input clk,
    input [3:0] Wicode,
    input [3:0] Wifun,
    input [3:0] WdstM,
    input [3:0] WdstE,
    input [63:0] WvalE,
    input [63:0] WvalM,
    input Wcnd,
    output reg [63:0] rm0,
    output reg [63:0] rm1,
    output reg [63:0] rm2,
    output reg [63:0] rm3,
    output reg [63:0] rm4,
    output reg [63:0] rm5,
    output reg [63:0] rm6,
    output reg [63:0] rm7,
    output reg [63:0] rm8,
    output reg [63:0] rm9,
    output reg [63:0] rm10,
    output reg [63:0] rm11,
    output reg [63:0] rm12,
    output reg [63:0] rm13,
    output reg [63:0] rm14
);
reg [63:0]rm[0:14];
initial begin
    rm[0] = 64'd0;
    rm[1] = 64'd1;
    rm[2] = 64'd2;
    rm[3] = 64'd3;
    rm[4] = 64'd4;
    rm[5] = 64'd5;
    rm[6] = 64'd6;
    rm[7] = 64'd7;
    rm[8] = 64'd8;
    rm[9] = 64'd9;
    rm[10] = 64'd10;
    rm[11] = 64'd11;
    rm[12] = 64'd12;
    rm[13] = 64'd13;
    rm[14] = 64'd14;
end
parameter HALT = 4'b0000;
parameter NOP = 4'b0001;
parameter CMOVXX = 4'b0010;
parameter IRMOVQ = 4'b0011;
parameter RMMOVQ = 4'b0100;
parameter MRMOVQ = 4'b0101;
parameter OPQ = 4'b0110;
parameter JXX = 4'b0111;
parameter CALL = 4'b1000;
parameter RET = 4'b1001;
parameter PUSHQ = 4'b1010;
parameter POPQ = 4'b1011;
always @ (posedge clk)
    begin
        if(Wicode == CMOVXX && Wifun == 4'b0)
        begin
            rm[WdstE] = WvalE;
        end
        if(Wicode == CMOVXX && Wifun != 4'b0 && Wcnd == 1)
        begin
                 rm[WdstE] = WvalE;
        end
        else if(Wicode == IRMOVQ)
        begin
        rm[WdstE] = WvalE;
        end
        else if(Wicode == MRMOVQ)
        begin
        rm[WdstM] = WvalM;
        end
        else if(Wicode == OPQ)
        begin
        rm[WdstE] = WvalE;
        end
        else if(Wicode == CALL)
        begin
        rm[4] = WvalE;
        end
        else if(Wicode == RET)
        begin
        rm[4] = WvalE;
        end
        else if(Wicode == PUSHQ)
        begin
        rm[4] = WvalE;
        end
        else if(Wicode == POPQ)
        begin
        rm[4] = WvalE;
        rm[WdstM] = WvalM;
        end
        rm0 = rm[0];
        rm1 = rm[1];
        rm2 = rm[2];
        rm3 = rm[3];
        rm4 = rm[4];
        rm5 = rm[5];
        rm6 = rm[6];
        rm7 = rm[7];
        rm8 = rm[8];
        rm9 = rm[9];
        rm10 = rm[10];
        rm11 = rm[11];
        rm12 = rm[12];
        rm13 = rm[13];
        rm14 = rm[14];
   end
endmodule
--- flow/run.sh ---
#!/bin/bash
# OpenROAD 26Q1-2900-gdf79404cd8, Yosys 0.63+post, stock flow scripts
make -C /OpenROAD-flow-scripts/flow DESIGN_CONFIG=/design/flow/config.mk WORK_HOME=/design/flow/orfs finish
==> impl_metrics.py <==
# Synthesis and PnR figures
metrics = {
    "status": {
        "status": "finished, final reports clean",
    },
    "hold_path": {
        "min_to": "rm10[20]",
        "holdCritPathClass": "reg2reg",
        "min_from": "rm[10][20]",
        "whs_path_depth": 1,
    },
    "place": {
        "placed_cells": 11240,
        "hpwl_um": 285000,
        "gp_congestion": 0.991,
        "port_buffers": 1105,
        "dp_slack_ns": 75.41,
    },
    "die": {
        "die_y_um": 442,
        "boundaryPins": 1106,
        "rows": 161,
        "die_x_um": 442,
        "initCoreUtil_pct": 40.3,
        "die_area_um2": 196000,
        "core_um2": 193000,
    },
    "route": {
        "via_per_inst": 6.64,
        "first_iter_violations": 10092,
        "routed_wl_um": 454000,
        "first_pass_iters": 9,
        "vias": 77289,
        "antenna_left": 0,
        "wire_per_inst_um": 39.0,
        "drc": 0,
    },
    "synth": {
        "syn_area_per_cell_um2": 9.41,
        "yosys-stat-area_um2": 77600,
        "ys_cells": 8243,
        "edf_count": 0,
        "yosys.stat.seqShare_pct": 49.5,
        "yosysTopAreaCell": "dfxtp_1",
        "ys.flops": 1920,
        "flop_cell": "dfxtp_1",
        "async_reset_ff_share_pct": 0,
        "yosys.area.top_type_share_pct": 49.5,
        "syn_inst": 8243,
        "ys_types": 83,
        "synth.top_cells.by_area": "dfxtp_1 50%, nand2_1 9.6%, a32oi_1 7.1%",
        "yosysWarningCount": 2,
        "syn_area_um2": 77600,
    },
    "global_routing": {
        "first_global_vias": 72234,
        "grt_pass1_wl_um": 609000,
        "overflow": 0,
        "grt_max_degree": 129,
        "antenna_found_initial": 45,
        "grt_use_total_pct": 46.6,
    },
    "power_and_ir_drop": {
        "p_leak_nw": 41.4,
        "p_total_w": 0.00269,
        "p_per_area_nw_per_um2": 27.5,
        "ir_worst_vdd_mv": 0.0175,
    },
    "worst_setup_path": {
        "timing.rr.end": "rm[4][2]",
        "critical-path-max-stage-delay_ns": 0.82,
        "path_cells": "clkdlybuf4s50_1 > or3b_2 > o211ai_1 > buf_4 > buf_4 > buf_4 > buf_4 > buf_4 > a32oi_1",
        "arrival_ns": 26.21,
        "required_ns": 102.11,
        "crit_path_frequent_cell": "buf_4",
        "cp-start-kind": "input pin",
        "r2r_cells": 4,
        "cp_slowest_cell": "clkdlybuf4s50_1",
        "critPathTopFamily": "buffers and inverters",
        "worstPathMaxFanout": 62,
        "path_buffers": 6,
        "path_depth": 9,
        "reg2reg_slack_ns": 99.58,
        "worstSetupPathType": "in2reg",
        "r2r-start": "rm[4][2]",
        "critPathCaptureType": "register",
    },
    "finish": {
        "drive_gt1_share_pct": 15.4,
        "largest_reg_flops": 960,
        "layout_top_cell": "nand2_1",
        "syn_to_final_growth_pct": 26.2,
        "layout_top_cells": "1982 x nand2_1, 1920 x dfxtp_1, 1006 x clkdlybuf4s50_1, 629 x a32oi_1, 452 x o22ai_1",
        "final_cells": 11635,
    },
    "cts": {
        "cts_htree_levels": 4,
        "cts_sinks": 1920,
        "clockBufferDepth": 3,
        "clkTransAtPathRegs_ns": 0.06,
        "cts.hold.buffers_added": 0,
        "numCtsBuffers": 201,
        "root_buffer": "clkbuf_16",
        "cts_resized": 0,
        "worstSkewPairLatency_ns": 0.90,
        "tritoncts": "yes",
        "post-cts-setup-buffers": 0,
    },
    "final_timing": {
        "tightest_slew_ns": 1.12,
        "slew-limit-headroom_pct": 25.1,
        "hold_viol": 0,
        "slew_violations": 0,
        "min_period_over_period_pct": 25.1,
        "setup_slack_ns": 75.90,
        "setup_tns_ns": 0,
        "hold_slack_ns": 0.441,
        "finalClockSkew_ns": 0.0362,
        "rsz0062_at_grt": "no",
        "post-route-min-period_ns": 25.50,
        "fmax_mhz": 39.2,
        "setup_viol": 0,
    },
    "flow_run": {
        "tool_warnings": 32,
        "drv_cap": 0,
    },
}
==> cells in the mapped netlist, types with 24 or more instances <==
cell	instances
nor2_1	174
a222oi_1	31
a221oi_1	25
clkbuf_1	765
mux2i_1	327
nand4_1	24
o2bb2ai_1	33
mux2_2	435
nand3_1	30
o21ai_0	51
a32o_1	283
nand2_1	1990
buf_1	51
o22ai_1	452
a32oi_1	629
a22o_1	51
a21o_1	62
buf_2	184
dfxtp_1	1920
a21oi_1	163
a31oi_1	45
a22oi_1	158
==> power by group <==
| part | internal (W) | switching (W) | leakage [nW] |
|---|---|---|---|
| Combinational | 0.000410 | 0.000293 | 22.0 |
| Sequential | 0.00102 | 0.000193 | 16.0 |
| Clock | 0.000444 | 0.000333 | 3.38 |
==> kinds of logic after synthesis <==
logic type | share of synthesized area (%)
AND/OR/NAND/NOR | 12.4
AND-OR/OR-AND | 22.0
flip-flops | 49.5
buffers and inverters | 5.46
multiplexers | 10.5
XOR/XNOR | 0.0113
==> layout make-up <==
class,instances,area [µm²]
Fill cell,16711,94600
Sequential cell,1920,38400
Multi-Input combinational cell,5284,35800
Timing Repair Buffer,1490,13500
Clock buffer,298,5920
Tap cell,2526,3160
Clock inverter,70,983
Inverter,20,75.1
Antenna cell,27,67.6
==> layer usage <==
layer  GRT usage (%)  wire length [µm]  part of all wire (%)
met1            55.5            152000                    34
met2            61.7            182000                    40
met3            24.8             70900                    16
met4            39.5             49000                    11
met5           0.171               267                 0.059
==> through the flow <==
step                      util, %  area, µm²
after detailed placement     47.2      91000
after CTS                    50.8      97900
final                        50.9      97900
after floorplan                 -      77600
after global routing         50.8      97900
after global placement       47.2      91000
==> worst max path at each step <==
| stage | from | endpoint | slack [ns] |
|---|---|---|---|
| 5_1_grt | Wicode[2] | rm2[30] | 75.96 |
| 4_1_cts | Wicode[2] | rm[2][28] | 76.34 |
| 6_report | Wicode[2] | rm2[28] | 75.90 |
Power figures rest on the tool's default switching activity, not on a simulated workload.
