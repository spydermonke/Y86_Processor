### design/flow/design.v
`timescale 1ns/10ps
module decode(
    input clk,
    input cnd,
    input [3:0] rA,
    input [3:0] rB,
    input [63:0] valE,
    input [63:0] valF,
    input [3:0] icode,
    input [3:0] ifun,
    output reg [63:0] valA,
    output reg [63:0] valB,
    output reg [63:0] rm0,
    output reg [63:0] rm1,
    output reg [63:0] rm2,
    output reg [63:0] rm3,
    output reg [63:0] rm4,
    output reg [63:0] rm5,
    output reg [63:0] rm6,
    output reg [63:0] rm7,
    output reg [63:0] rm8,
    output reg [63:0] rm9,
    output reg [63:0] rm10,
    output reg [63:0] rm11,
    output reg [63:0] rm12,
    output reg [63:0] rm13,
    output reg [63:0] rm14
);
reg [63:0]rm[0:14];
initial begin
    rm[0] = 64'd0;
    rm[1] = 64'd1;
    rm[2] = 64'd2;
    rm[3] = 64'd3;
    rm[4] = 64'd4;
    rm[5] = 64'd5;
    rm[6] = 64'd6;
    rm[7] = 64'd7;
    rm[8] = 64'd8;
    rm[9] = 64'd9;
    rm[10] = 64'd10;
    rm[11] = 64'd11;
    rm[12] = 64'd12;
    rm[13] = 64'd13;
    rm[14] = 64'd14;
    valA = 64'd0;
    valB = 64'd0;
end
parameter HALT = 4'b0000;
parameter NOP = 4'b0001;
parameter CMOVXX = 4'b0010;
parameter IRMOVQ = 4'b0011;
parameter RMMOVQ = 4'b0100;
parameter MRMOVQ = 4'b0101;
parameter OPQ = 4'b0110;
parameter JXX = 4'b0111;
parameter CALL = 4'b1000;
parameter RET = 4'b1001;
parameter PUSHQ = 4'b1010;
parameter POPQ = 4'b1011;
always @(*) begin
    case(icode)
    CMOVXX:
    begin
    valA = rm[rA];
    end
    RMMOVQ:
    begin
    valA = rm[rA];
    valB = rm[rB];
    end
    MRMOVQ:
    begin
    valB = rm[rB];
    end
    OPQ:
    begin
    valA = rm[rA];
    valB = rm[rB];
    end
    CALL:
    begin
    valB = rm[4];
    end
    RET:
    begin
    valA = rm[4];
    valB = rm[4];
    end
    PUSHQ:
    begin
    valA = rm[rA];
    valB = rm[4];
    end
    POPQ:
    begin
    valA = rm[4];
    valB = rm[4];
    end
    endcase
    rm0 = rm[0];
    rm1 = rm[1];
    rm2 = rm[2];
    rm3 = rm[3];
    rm4 = rm[4];
    rm5 = rm[5];
    rm6 = rm[6];
    rm7 = rm[7];
    rm8 = rm[8];
    rm9 = rm[9];
    rm10 = rm[10];
    rm11 = rm[11];
    rm12 = rm[12];
    rm13 = rm[13];
    rm14 = rm[14];
end
always @ (posedge clk)
    begin
        if(icode == CMOVXX && ifun == 4'b0)
        begin
            rm[rB] = valE;
        end
        if(icode == CMOVXX && ifun != 4'b0 && cnd == 1)
        begin
                 rm[rB] = valE;
        end
        else if(icode == IRMOVQ)
        begin
        rm[rB] = valE;
        end
        else if(icode == MRMOVQ)
        begin
        rm[rA] = valF;
        end
        else if(icode == OPQ)
        begin
        rm[rB] = valE;
        end
        else if(icode == CALL)
        begin
        rm[4] = valE;
        end
        else if(icode == RET)
        begin
        rm[4] = valE;
        end
        else if(icode == PUSHQ)
        begin
        rm[4] = valE;
        end
        else if(icode == POPQ)
        begin
        rm[4] = valE;
        rm[rA] = valF;
        end
        rm0 = rm[0];
        rm1 = rm[1];
        rm2 = rm[2];
        rm3 = rm[3];
        rm4 = rm[4];
        rm5 = rm[5];
        rm6 = rm[6];
        rm7 = rm[7];
        rm8 = rm[8];
        rm9 = rm[9];
        rm10 = rm[10];
        rm11 = rm[11];
        rm12 = rm[12];
        rm13 = rm[13];
        rm14 = rm[14];
   end
endmodule
### design/flow/run.sh
#!/bin/bash
# OpenROAD 26Q1-2900-gdf79404cd8, Yosys 0.63+post, stock flow scripts
make -C /OpenROAD-flow-scripts/flow DESIGN_CONFIG=/design/flow/config.mk WORK_HOME=/design/flow/orfs finish
### design/flow/config.mk
export PLATFORM = sky130hd
export DESIGN_NAME = decode
export DESIGN_NICKNAME = decode
export VERILOG_FILES = /design/flow/design.v
export SDC_FILE = /design/flow/constraint.sdc
export NUM_CORES = 4
export LEC_CHECK = 1
export CORE_UTILIZATION = 40
### design/flow/constraint.sdc
current_design decode

set clk_period 114.0
set clk_io_pct 0.2

create_clock -name clk0 -period $clk_period [get_ports {clk}]

set non_clock_inputs [all_inputs -no_clocks]
set_input_delay [expr $clk_period * $clk_io_pct] -clock clk0 $non_clock_inputs
set_output_delay [expr $clk_period * $clk_io_pct] -clock clk0 [all_outputs]
==> results.tsv <==
metric	value	unit
status	complete, no violations	
Floorplan Utilization	40.3	%
total wire length	549000	um
Slowest-stage cell, CP	buf_4	
cts bufs inserted	116	
Synth Flop Type	dfxtp_1	
largest net degree at the start of global routing	147	
CTS hold repair buffers	0	
minimum clock period	28.64	ns
endpoints left unconstrained	256	
Worst Path Buf+Inv	10	
Seq. cell area	21100	um^2
Combinational Power Share	34.0	%
EDFF count, synth	0	
Avg WL per Cell	46.6	um
Yosys Chip Area	69100	um^2
max incr delay on CP	0.78	ns
endpoint class of the critical path	flop	
cycle use final	25.1	%
clock slew at reported path FFs	0.06	ns
P_leak	31.4	nW
synth-to-layout area growth	27.0	%
Sw Ratio	40.0	%
placed instance count	11500	
vias in the first global route	83700	
chip width	418	um
CP Cell Sequence	clkdlybuf4s50_1, buf_4, inv_2, and3_1, buf_4, nor2_4, buf_12, buf_4, buf_4, buf_4, buf_4, nand2_4, buf_4, o221ai_1	
Insertion Delay late pin	0.81	ns
largest area contributor in the netlist	dfxtp_1	
Reg power frac	42.3	%
Largest type area fraction	27.8	%
CTS tree	built	
clock power share	23.7	%
Synth async-reset ratio	0	%
mean post-synth cell area	7.89	um^2
Setup Fix Bufs, Post-CTS	0	
Cells after Synth	8761	
share of cells above drive strength 1	11.9	%
Max-Cap Viols	0	
htree depth	3	
PortBufs	1233	
dpl hpwl	349000	um
setup violators final	0	
PwrDens	19.5	nW/um^2
GRT Util Overall	61.9	%
DR vias	92700	
Internal	1.03	mW
fmax	0.0349	GHz
synthesized area	69100	um^2
Rows	152	
synth warn	962	
arrival time at the worst endpoint	29.34	ns
Die Height	418	um
CP required	114.71	ns
DIE AREA	175000	um^2
crit path max fanout	146	
grt total ovfl	0	
P_sw	0.687	mW
worst-margin pin slew	1.17	ns
Worst slew margin	22.3	%
tool warnings	30	
total power	1.72	mW
worst hold-check path type	flop to flop	
first-pass GRT wire length	729000	um
drt via density	7.87	
Clock Skew	0	ns
Synth cell types	91	
critical path type	primary input to flop	
Final Non-Filler Cells	11800	
fillers	15600	
Final Max Tran Viols	0	
Seq cells post-synth	1088	
drc violations	0	
io pins	1234	
RSZ-0062 raised after global routing	false	
GP Congestion	1.05	
setup tns final	0	ns
initial antenna violation count	50	
Cell area leaders	dfxtp_1 (28%), mux2i_1 (10%), nand2_1 (8.2%)	
CTS Root Cell	clkbuf_16	
final hold vios	0	
first-pass iteration count of the detailed router	13	
Routed Antenna Nets	0	
CTS resizes	0	
peak supply drop	0.0149	mV
Clock Path Buffers	3	
# Cells Yosys	8761	
Setup crit start kind	primary input	
Iter 0 DRT Violations	17600	
register pins left without a clock	128	
core area	172000	um^2
Worst Hold Margin	0.530	ns
Logic area	44100	um^2
CP most frequent cell	buf_4	
Crit path max-delay family	buffers and inverters	
cells in the mapped netlist, types with 131 or more instances:
library cell / number
buf_2: 315
mux2_2: 298
dfxtp_1: 960
nand2_1: 1513
a31oi_1: 442
mux2i_1: 695
clkbuf_1: 758
o21ai_0: 163
a211oi_1: 192
o221ai_1: 319
nor2_1: 436
a222oi_1: 131
o22ai_1: 630
a22oi_1: 670
nand3_1: 152
worst reg2reg max path: cells and delay by family (launching register included):
| family | cells | cell delay, ns |
|---|---|---|
| multiplexers | 1 | 0.28 |
| flip-flops | 1 | 0.85 |
| AND-OR/OR-AND | 2 | 0.35 |
placed cells by master (no fill, tap or decap), types with 38 or more instances in the layout:
| master | n |
|---|---|
| o22ai_1 | 629 |
| a211oi_1 | 191 |
| a222oi_1 | 131 |
| o221ai_1 | 319 |
| a21oi_1 | 74 |
| o21a_1 | 114 |
| buf_4 | 419 |
| nand2_1 | 1476 |
| mux2_2 | 298 |
| nand4_1 | 123 |
| o32a_1 | 81 |
| o21ai_0 | 161 |
| nor2_1 | 413 |
| diode_2 | 50 |
| a32oi_1 | 46 |
| a22oi_1 | 670 |
| and3_1 | 42 |
| a31oi_1 | 441 |
| nor2_4 | 38 |
| nand3_1 | 143 |
| dfxtp_1 | 960 |
| dlxtn_1 | 128 |
| mux2i_1 | 695 |
| clkdlybuf4s50_1 | 1229 |
| clkbuf_16 | 117 |
cell families after synthesis:
logic type                share of synthesized area, %
buffers and inverters                             7.39
latches                                           2.78
DFF                                               27.8
xor gates and xnor gates                        0.0253
muxes                                             14.9
and+or+nand+nor                                   15.0
AOI/OAI and AO/OA                                 32.1
area by class of cell:
cell class | instances | area share (%)
multi-input cells | 6456 | 50.2
flip-flops and latches | 1088 | 24.1
repair buffers | 1660 | 17.8
clock buffers | 159 | 3.79
well taps | 2310 | 3.29
clock inverters | 44 | 0.699
diodes | 50 | 0.142
inverters | 14 | 0.0598
stage by stage:
stage | setup slack (ns) | utilization [%] | cell area [um^2]
after floorplan | 89.37 | - | 69100
after global placement | 85.04 | 48.8 | 83800
after detailed placement | 85.01 | 48.8 | 83800
after CTS | 85.82 | 51.1 | 87700
after global routing | 85.46 | 51.1 | 87700
final | 85.36 | 51.2 | 87800
power groups by stage:
stage         Sequential [mW]  Clock, mW  Combinational (mW)
CTS                     0.698      0.400               0.566
global route            0.715      0.413               0.616
finish                  0.727      0.406               0.584
worst paths after layout:
check             startpoint        to  slack [ns]  depth (start not counted)
setup / recovery    icode[0]   rm2[62]       85.36                         14
hold / removal      rm14[45]  rm14[45]        0.53                          2
hold reg to reg     rm14[45]  rm14[45]        0.53                          2
setup reg to reg     rm4[17]   rm4[17]      112.44                          3
routing by layer:
layer  vias up  GRT usage (%)  share of wire, %
met3      3666           39.8                18
met2     10700           78.0                37
met5         -           3.14              0.15
li1      34800              -                 -
met4        47           53.0                11
met1     43500           71.5                33
No activity file was given, so power comes from the tool's default toggle rates.
