File: flow/config.mk
export PLATFORM = sky130hd
export DESIGN_NAME = dreg
export DESIGN_NICKNAME = dreg
export VERILOG_FILES = /design/flow/design.v
export SDC_FILE = /design/flow/constraint.sdc
export NUM_CORES = 4
export LEC_CHECK = 1
export CORE_AREA = 10 10 227 227
export DIE_AREA = 0 0 237 237
File: flow/constraint.sdc
current_design dreg

set clk_period 1.0
set clk_io_pct 0.2

create_clock -name clk0 -period $clk_period [get_ports {clk}]

set non_clock_inputs [all_inputs -no_clocks]
set_input_delay [expr $clk_period * $clk_io_pct] -clock clk0 $non_clock_inputs
set_output_delay [expr $clk_period * $clk_io_pct] -clock clk0 [all_outputs]
File: flow/design.v
`timescale 1ns / 10ps
module freg(
    input clk, 
    input [63:0] prPC, 
    output reg [63:0] FpredPC
);
always @(posedge clk)
begin
    FpredPC <= prPC;
end
endmodule
module dreg(
    input clk,
    input [3:0] ficode,
    input [3:0] fifun,
    input [3:0] frA,
    input [3:0] frB,
    input [63:0] fvalC,
    input [63:0] fvalP,
    output reg [3:0] Dicode,
    output reg [3:0] Difun,
    output reg [3:0] DrA,
    output reg [3:0] DrB,
    output reg [63:0] DvalC,
    output reg [63:0] DvalP,
    input [3:0] micode,
    input [3:0] mifun,
    input [3:0] mdstM,
    input [3:0] mdstE,
    input [63:0] mvalE,
    input [63:0] mvalM,
    output reg [3:0] Wicode,
    output reg [3:0] Wifun,
    output reg [3:0] WdstE,
    output reg [3:0] WdstM,
    output reg [63:0] WvalE,
    output reg [63:0] WvalM,
    output reg mcnd
);
always @(posedge clk)
begin
    Dicode <= ficode;
    Difun <= fifun;
    DvalC <= fvalC;
    DvalP <= fvalP;
    DrA <= frA;
    DrB <= frB;
    Wicode <= micode;
    Wifun <= mifun;
    WvalM <= mvalM;
    WdstE <= mdstE;
    WdstM <= mdstM;
    WvalE <= mvalE;
end
endmodule
module ereg(
    input clk,
    input [3:0] dicode,
    input [3:0] difun,
    input [3:0] ddstE,
    input [3:0] ddstM,
    input [3:0] dsrcA,
    input [3:0] dsrcB,
    input [63:0] dvalA,
    input [63:0] dvalB,
    input [63:0] dvalC,
    output reg [3:0] Eicode,
    output reg [3:0] Eifun,
    output reg [3:0] EdstM,
    output reg [3:0] EdstE,
    output reg [3:0] EsrcA,
    output reg [3:0] EsrcB,
    output reg [63:0] EvalA,
    output reg [63:0] EvalB,
    output reg [63:0] EvalC
);
always @(posedge clk)
begin
    Eicode <= dicode;
    Eifun <= difun;
    EdstM <= ddstM;
    EdstE <= ddstE;
    EsrcA <= dsrcA;
    EsrcB <= dsrcB;
    EvalA <= dvalA;
    EvalB <= dvalB;
    EvalC <= dvalC;
end
endmodule
module mreg(
    input clk,
    input ecnd,
    input [3:0] eicode,
    input [3:0] eifun,
    input [3:0] edstM,
    input [3:0] edstE,
    input [63:0] evalE,
    input [63:0] evalA,
    output reg [3:0] Micode,
    output reg [3:0] Mifun,
    output reg [3:0] MdstE,
    output reg [3:0] MdstM,
    output reg [63:0] MvalA,
    output reg [63:0] MvalE,
    output reg Mcnd
);
always @(posedge clk)
    begin
        Micode <= eicode;
        Mifun <= eifun;
        Mcnd <= ecnd;
        MvalA <= evalA;
        MdstE <= edstE;
        MdstM <= edstM;
        MvalE <= evalE;
    end
endmodule
File: flow/run.sh
#!/bin/bash
# OpenROAD 26Q1-2900-gdf79404cd8, Yosys 0.63+post, stock flow scripts
make -C /OpenROAD-flow-scripts/flow DESIGN_CONFIG=/design/flow/config.mk WORK_HOME=/design/flow/orfs finish
==> Slide: Implementation Results <==
Physical Implementation Snapshot

Floorplan
  – Core area: 46,600 um^2
  – Boundary Pins: 578
  – Die Wd: 237 um
  – Die Y: 237 um
  – FP Core Util: 12.4%
  – Die area: 56,200 um^2
  – Cell Rows: 79

Synth
  – Synth cell types: 3
  – Post-synthesis cell area: 5780 um^2
  – Mapped Cells: 290
  – Chip Area, Yosys: 5780 um^2
  – Synth warn: 2
  – Post-synth regs: 288
  – Mapped Avg Cell Area: 19.9 um^2
  – Ys cells: 290
  – Synth Seq Share: 99.8%

Worst setup path
  – Critical path required time: 0.80 ns
  – Crit path kind: reg2out
  – Crit path cell chain: buf_6
  – Critical path peak fanout: 1
  – Buf/Inv on CP: 1
  – CP max stage cell: dfxtp_4
  – Crit start category: register
  – Nature of the critical path endpoint: output port
  – Critical path's largest stage delay: 0.40 ns
  – Top delay family on crit path: flip-flops
  – Arrival @ worst endpoint: 1.06 ns

CTS
  – CTS tree: built
  – Hold buffer count at cts: 0
  – Worst-path clk slew: 0.06 ns
  – Htree depth: 1
  – # clock sinks: 288
  – Bufs on Longest Clock Path: 3
  – Total CTS buffers: 30
  – Root Buffer: clkbuf_16

Route
  – Antenna fix cells: 0
  – TritonRoute pass-1 iters: 4
  – Number of vias per cell: 2.95
  – WL per Instance: 18.3 um
  – Detailed Route Iter0 Violations: 83
  – Total Routed Length: 28,100 um
  – # DRC: 0
  – Vias: 4,525
  – Final ANT Viol Nets: 0

Pwr
  – Power Dens Cells: 2110 nW/um^2
  – Max rail drop VDD: 1.85 mV
  – Pleak: 5.29 nW

Final timing
  – Unrepaired setup endpoints after global routing: yes
  – Fin crit share: 126%
  – Setup-failing EPs final: 288
  – Post-layout min period: 1.26 ns
  – Max Slew Vio Count: 0
  – Worst setup margin: -0.257 ns
  – Fmax: 795 MHz
  – Fin. Hold Viols: 0

Run
  – Log Warnings: 27
  – Max_cap viols: 0

Outcome
  – Failing checks: setup timing
  – Outcome: complete, but fails checks

Global route
  – Vias in the first global route: 5,023
  – Largest net degree at the start of global routing: 16
  – Grt ovf: 0
  – Overall Global Routing Usage: 9.53%
  – First-pass GRT wire length: 38,400 um
  – Initial antenna violation count: 8

Finish
  – Final Core Density: 26.1%
  – Area grow syn2layout: 111%
  – Cell area after layout: 12,200 um^2
  – Share of layout cells above drive strength 1: 44.8%

Placed design
  – Total placed instance area: 12,300 um^2
  – Routability Congestion: 0.880
  – Pre-CTS WS: -0.305 ns
  – Post-DP HPWL: 23,500 um
  – Buffers on Ports: 576

Worst hold path
  – Min-delay worst type: in2reg
final cells by class:
type                    instances  area, um^2
multi-input cells               1        3.75
flip-flops and latches        288        5860
well taps                     607         759
clock inverters                 9         141
clock buffers                  46         931
repair buffers                582        4480
fillers                      4827       34400
metal layers:
metal | vias to the layer above | GRT usage, % | part of all wire [%]
met1 | 1989 | 9.93 | 34
met5 | - | 0 | 0.15
met3 | 35 | 6.24 | 15
met2 | 368 | 15.9 | 48
li1 | 2125 | - | -
met4 | 8 | 1.68 | 2.0
power by group:
part / switching (W) / internal [W] / leakage, nW
Sequential: 0.000152 / 0.0121 / 2.43
Combinational: 0.000393 / 0.00141 / 2.33
Clock: 0.00451 / 0.00716 / 0.526
Total: 0.00505 / 0.0207 / 5.29
synthesized netlist by cell type:
cell | count | area (um^2)
dfxtp_1 | 288 | 5770
conb_1 | 1 | 3.75
buf_4 | 1 | 7.51
sequential cells by signal (all words and copies together), names as in the netlist:
| signal | count |
|---|---|
| DrA | 4 |
| DvalC | 64 |
| WvalM | 64 |
| DvalP | 64 |
| Wifun | 4 |
| Difun | 4 |
| WdstE | 4 |
| WdstM | 4 |
| DrB | 4 |
| Wicode | 4 |
| WvalE | 64 |
| Dicode | 4 |
path summary, 6_finish.rpt:
check,startpoint,endpoint,slack [ns],cells past startpoint
setup / recovery,DvalP[5]$_DFF_P_,DvalP[5],-0.26,1
hold / removal,mvalM[62],WvalM[62]$_DFF_P_,0.07,1
what timing repair did:
item                                    4_1_cts  5_1_grt
gates resized                              1010       26
buffers inserted                              0        0
endpoints found under the setup margin      288      288
gates cloned                                  0        0
stage by stage:
step / hold slack, ns / TNS [ns] / total power [W] / cells
finish: 0.0730 / -47.13 / 0.0257 / 1533
global route: 0.0301 / -63.43 / 0.0268 / 1533
CTS: 0.0265 / -60.98 / 0.0263 / 1533
detailed placement: 0.652 / -1.03 / 0.0149 / 1478
global placement: 0.649 / -0.956 / 0.0149 / 1478
floorplan: 0.228 / 0 / 0.0123 / 290
kinds of logic after synthesis:
group | Yosys count | synth area share (%)
buf+inv | 1 | 0.130
other cells | 1 | 0.0649
flops | 288 | 99.8
cells in the final DEF (no fill, tap or decap), types with 2 or more instances in the layout:
cell             instances
clkinv_2                 2
dfxtp_1                218
buf_6                   18
buf_4                    6
clkbuf_16               30
clkinv_4                 2
clkbuf_1                 4
clkbuf_8                12
buf_2                  270
clkdlybuf4s50_1        288
bufinv_16                3
dfxtp_2                 69
Power figures rest on the tool's default switching activity, not on a simulated workload.
